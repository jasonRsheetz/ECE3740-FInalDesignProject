`flow/run.sh`:
```
#!/bin/bash
# OpenROAD 26Q1-2900-gdf79404cd8, Yosys 0.63+post, stock flow scripts
make -C /OpenROAD-flow-scripts/flow DESIGN_CONFIG=/design/flow/config.mk WORK_HOME=/design/flow/orfs finish
```
`flow/config.mk`:
```
export PLATFORM = sky130hd
export DESIGN_NAME = FinalDesignProject
export DESIGN_NICKNAME = FinalDesignProject
export VERILOG_FILES = /design/flow/design.v
export SDC_FILE = /design/flow/constraint.sdc
export NUM_CORES = 4
export LEC_CHECK = 1
export CORE_UTILIZATION = 30
```
`flow/constraint.sdc`:
```
current_design FinalDesignProject

set clk_period 5.3
set clk_io_pct 0.2

create_clock -name clk0 -period $clk_period [get_ports {CLOCK}]

set non_clock_inputs [all_inputs -no_clocks]
set_input_delay [expr $clk_period * $clk_io_pct] -clock clk0 $non_clock_inputs
set_output_delay [expr $clk_period * $clk_io_pct] -clock clk0 [all_outputs]
```
`flow/design.v`:
```
module FinalDesignProject(output LEDG1, LEDG2, LEDY1, LEDY2, LEDR1, LEDR2, input CLOCK);
reg CLK = 1'b0;
integer counter = 0;
always @(posedge CLOCK)begin
counter <= counter +1;
if(counter == 50000000 && CLK == 1'b0)begin
CLK <= 1'b1;
counter <= 0;
end else if(counter == 50000 && CLK == 1'b1)begin
CLK <= 1'b0;
counter <= 0;
end
end 
controlModule controller(START_GREEN_TIMER, START_YELLOW_TIMER, G1, Y1, R1, G2, Y2, R2, T1_END, T2_END, CLK);
dataPathModule dataPath(T1_END, T2_END, LEDG1, LEDG2, LEDY1, LEDY2, LEDR1, LEDR2, START_GREEN_TIMER, START_YELLOW_TIMER, G1, Y1, R1, G2, Y2, R2, CLK);
endmodule
module controlModule(
output reg START_GREEN_TIMER, START_YELLOW_TIMER, G1, Y1, R1, G2, Y2, R2,
input T1_END, T2_END, CLK
);
integer CYCLE = 0;
always @(posedge CLK)begin
	if(T1_END == 1'b0 && T2_END == 1'b0)begin
		case(CYCLE)
			0:		begin G1 <= 1'b1; Y1 <= 1'b0; R1 <= 1'b0; R2 <= 1'b1; Y2 <=1'b0; START_GREEN_TIMER <= 1'b1; START_YELLOW_TIMER <= 1'b0; end
			1:		begin Y1 <= 1'b1; G1 <= 1'b0; START_GREEN_TIMER <= 1'b0; START_YELLOW_TIMER <= 1'b1; end
			2:		begin R1 <= 1'b1; Y1 <= 1'b0; G2 <= 1'b1; Y2 <= 1'b0; R2 <= 1'b0; START_GREEN_TIMER <= 1'b1; START_YELLOW_TIMER <= 1'b0;end
			3:		begin Y2 <= 1'b1; G2 <= 1'b0; START_GREEN_TIMER <= 1'b0; START_YELLOW_TIMER <= 1'b1; end
		endcase
	CYCLE <= CYCLE +1;
	if(CYCLE == 3) CYCLE <= 0;
	end 
end 
endmodule
module dataPathModule(
output reg T1_END, T2_END, LEDG1, LEDG2, LEDY1, LEDY2, LEDR1, LEDR2,
input START_GREEN_TIMER, START_YELLOW_TIMER, G1, Y1, R1, G2, Y2, R2, CLK
);
parameter green_time = 5;
parameter yellow_time = 3;
integer green_timer = 5;
integer yellow_timer = 3;
always @(negedge CLK)begin
if(START_GREEN_TIMER == 1'b1)begin
	T1_END <= 1'b1;
	green_timer  <= green_timer -1;
end
if(green_timer == 0)begin
	T1_END <=1'b0;
	green_timer <= green_time;
end
if(START_YELLOW_TIMER == 1'b1)begin
	T2_END <= 1'b1;
	yellow_timer  <= yellow_timer -1;
end
if(yellow_timer == 0)begin
	T2_END <=1'b0;
	yellow_timer <= yellow_time;
end
if(G1 == 1'b1) LEDG1 <= 1'b1; else LEDG1 <= 1'b0;
if(Y1 == 1'b1) LEDY1 <= 1'b1; else LEDY1 <= 1'b0;
if(R1 == 1'b1) LEDR1 <= 1'b1; else LEDR1 <= 1'b0;
if(G2 == 1'b1) LEDG2 <= 1'b1; else LEDG2 <= 1'b0;
if(Y2 == 1'b1) LEDY2 <= 1'b1; else LEDY2 <= 1'b0;
if(R2 == 1'b1) LEDR2 <= 1'b1; else LEDR2 <= 1'b0;
end 
endmodule
```
==> out/qor.yml <==
regArea_mm2: 0.00330
tns_ns: 0
fp-utilization_pct: 30.9
row_count: 53
grt-ovfl-total: 0
cts_buffer_depth: 2
hold_viol: 0
place_ws_ns: 3.45
critPathRequiredTime_ns: 5.46
crit_slowest_cell: "dfxtp_1"
wl_met3_um: 224
cp-start-kind: "flop"
dp.cells: 945
cts_buffers: 5
path_max_fanout: 19
vdd_drop_max_uv: 159
area_growth_pct: 9.02
tritoncts: "done"
drtIter0Drc: 181
cts_hold_repair.buffers: 0
grt_pass1_vias: 4265
synth-cells-yosys: 673
synth-compound-area-share_pct: 1.05
dieArea_mm2: 0.0224
htree_levels: 2
warning_count: 29
n_antenna_cell: 0
wl_met1_um: 6020
post-route-worst-setup-slack_ns: 3.41
unclocked_regs: 112
yosys_register_bits: 145
grt_use_total_pct: 10.6
switching_share_pct: 16.5
drc: 0
post-cts-setup-buffer-count: 0
timing.rr.end: "counter[9]"
path_class: "reg -> reg"
final_cells: 953
fill_cells: 2117
via_per_inst: 4.69
slew_headroom_pct: 44.0
power_density_mw_per_mm2: 86.8
untimed_endpoints: 158
top_layer: "met3"
combGateArea_mm2: 0.00312
p_leak_nw: 2.49
coreArea_mm2: 0.0212
synth_area_mm2: 0.00653
yosys_warnings: 13
syn-mean-instance-area_um2: 9.70
yosysUniqueCellTypes: 43
wl_um: 11000
clk_pin_slew_ns: 0.05
p_clk_share_pct: 59.8
outcome: "complete, no violations"
yosys_area_mm2: 0.00653
finalCriticalPeriod_ns: 1.89
reg2reg_depth: 6
p_sw_mw: 0.102
die_h_um: 150
crit_start: "counter[12]"
path_delay_family: "simple AND/OR/NAND/NOR gates"
cp_cell_sequence: "nand3_1, nor3_1, nand4_1, a21oi_1, buf_4, nor2_1"
path_buffers: 1
arrival_ns: 2.05
finalSetupViolCount: 0
met2_length_um: 4720
flop_cell: "dfxtp_1"
tightest_slew_ns: 0.833
worstSetupEndpoint: "counter[9]"
ioPinCount: 7
ys_sh_mux_pct: 0.690
edf_count: 40
rsz0062_at_grt: "false"
combPwrFrac_pct: 0
grt_pass1_wl_um: 19700
xor_area_share_pct: 15.4
drv_cap: 0
die_width_um: 150
synth_seq_share_pct: 50.6
dr.pass1.iters: 4
synthTopCellsByArea: "dfxtp_1, edfxtp_1, xnor2_1"
cp.depth: 6
cts_root_buf: "clkbuf_16"
async_flop_share_pct: 0
r2r_start: "counter[12]"
place.gp.congestion: 0.845
top_logic_kind: "simple AND/OR/NAND/NOR gates"
internal_power_mw: 0.516
cp-end-kind: "flop"
post_drt_wl_per_cell_um: 11.5
num_vias: 4474
p_seq_share_pct: 40.2
syn_inst: 673
ctsResizeCount: 0
timing.fmax_ghz: 0.528
hpwl_um: 7720
worstSkewPairLatency_ns: 0.28
timing.hold.ws_ns: 0.464
reg2reg_slack_ns: 3.41
synthSimpleGateAreaFrac_pct: 28.9
fin_crit_sh_pct: 35.7
fin_skew_ns: 0.00379
grt_max_degree: 73
largest_area_cell: "dfxtp_1"
synth.top_cell.area_share_pct: 32.2
min_path_type: "reg -> reg"
slowest_delay_ns: 0.46
antenna_left: 0
io_buffers: 6
drive_gt1_share_pct: 3.98
slew_violations: 0
antenna_found_initial: 0
ys_sh_adder_pct: 1.53
-- worst register-to-register path, stage by stage, from the launching register on --
cell and delay [ns]:
dfxtp_1 0.46, nand3_1 0.18, nor3_1 0.45, nand4_1 0.19
a21oi_1 0.16, buf_4 0.26, nor2_1 0.08
-- synthesized netlist by cell type, drive strengths merged, types with 2 or more instances --
master / n
inv: 14
dfxtp: 105
o21ai: 6
buf: 7
nand4: 26
a21oi: 3
or3: 13
edfxtp: 40
clkbuf: 9
and2: 9
xor2: 41
nor4b: 8
xnor2: 74
ha: 8
mux2: 4
nor3b: 4
and4: 7
or4: 7
nand2: 33
nor2: 117
nor3: 33
nand3: 36
nand2b: 6
nand3b: 3
and3: 13
nor2b: 3
nand4b: 2
nor4: 34
-- logic make-up (layout without fill, tap and decap cells) --
family	count (synthesis)	in the layout
buffers and inverters	30	35
AND-OR/OR-AND	12	12
XOR/XNOR	115	115
flip-flops	145	145
AND/OR/NAND/NOR	359	359
adder cells (fa/ha/maj)	8	8
multiplexers	4	4
-- power groups by stage --
| stage | Clock, mW | Combinational (mW) | Sequential (mW) |
|---|---|---|---|
| 4_1_cts | 0.377 | 0.00000109 | 0.248 |
| 5_1_grt | 0.391 | 0.00000109 | 0.248 |
| 6_report | 0.370 | 0.00000109 | 0.248 |
-- final cells by class --
class,count,area share (%)
inverter,14,0.738
multi-input combinational,498,43.8
clock inverter,3,0.914
tap,275,4.83
timing repair buffer,13,1.58
clock buffer,5,1.76
sequential,145,46.4
-- per-layer routing --
layer | GRT usage, % | vias up
met3 | 0.994 | 0
met5 | 0 | -
met2 | 16.2 | 46
li1 | - | 2364
met4 | 0.459 | 0
met1 | 17.7 | 2064
-- through the flow --
stage               utilization, %  power [mW]  cell area (um2)
finish                        33.7       0.618             7120
global route                  33.7       0.639             7120
CTS                           33.7       0.625             7120
detailed placement            32.8       0.254             6930
global placement              32.8       0.254             6930
floorplan                        -       0.254             6530
-- worst min path at each step --
stage	from	endpoint	slack, ns	cells past startpoint
after CTS	counter[0]	counter[0]	0.46	1
after global routing	counter[31]	counter[31]	0.49	1
final	counter[0]	counter[0]	0.46	1
-- state kept, by name, summed over array words and instances, names as in the netlist, 32 cells and up --
| name | flops |
|---|---|
| controller.CYCLE | 32 |
| dataPath.yellow_timer | 32 |
| counter | 32 |
| dataPath.green_timer | 32 |
-- placed cells by master (no fill, tap or decap), types with 2 or more instances in the layout --
master	n
nor2b_1	3
nand2_1	33
o21ai_0	6
ha_1	8
xnor2_1	74
buf_4	7
clkdlybuf4s50_1	6
inv_1	13
bufinv_16	2
and2_1	8
clkbuf_16	5
or4_1	5
and4_1	7
nand4_1	26
nand3b_1	3
nor2_1	116
or3_1	11
dfxtp_1	105
and3_1	13
nand3_1	36
xor2_1	41
mux2_2	3
nor4b_1	7
edfxtp_1	40
nor3b_1	4
nand2b_1	6
or4_4	2
nor4_1	33
nand4b_1	2
nor3_1	33
a21oi_1	3
Power is estimated from default activity; no workload was simulated.
